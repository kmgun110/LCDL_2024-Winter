==> design/flow/design.v <==
module one_bit_register_behavioral_module(in, clk, rst, out);
	input in;
	input clk;  
	input rst;  
	output out;
	reg out;	
	always@(posedge clk)
	begin
		if(rst == 1'b1)
			out <= 1'b0; 
		else
		begin
			out <= in;
		end
	end
endmodule
module eight_bit_shift_register_structural_module(shift_in, clk, rst, out);
	input shift_in;
	input clk; 
	input rst; 
	output [7:0] out;
  one_bit_register_behavioral_module obr_0 (.in(shift_in), .clk(clk), .rst(rst), .out(out[0]));
	one_bit_register_behavioral_module obr_1 (.in(out[0]), .clk(clk), .rst(rst), .out(out[1]));	
	one_bit_register_behavioral_module obr_2 (.in(out[1]), .clk(clk), .rst(rst), .out(out[2]));
	one_bit_register_behavioral_module obr_3 (.in(out[2]), .clk(clk), .rst(rst), .out(out[3]));
	one_bit_register_behavioral_module obr_4 (.in(out[3]), .clk(clk), .rst(rst), .out(out[4]));
	one_bit_register_behavioral_module obr_5 (.in(out[4]), .clk(clk), .rst(rst), .out(out[5]));
	one_bit_register_behavioral_module obr_6 (.in(out[5]), .clk(clk), .rst(rst), .out(out[6]));
	one_bit_register_behavioral_module obr_7 (.in(out[6]), .clk(clk), .rst(rst), .out(out[7]));
endmodule
==> design/flow/run.sh <==
#!/bin/bash
# OpenROAD 26Q1-2900-gdf79404cd8, Yosys 0.63+post, stock flow scripts
make -C /OpenROAD-flow-scripts/flow DESIGN_CONFIG=/design/flow/config.mk WORK_HOME=/design/flow/orfs finish
==> design/flow/config.mk <==
export PLATFORM = sky130hd
export DESIGN_NAME = eight_bit_shift_register_structural_module
export DESIGN_NICKNAME = eight_bit_shift_register_structural_module
export VERILOG_FILES = /design/flow/design.v
export SDC_FILE = /design/flow/constraint.sdc
export NUM_CORES = 4
export LEC_CHECK = 1
export CORE_AREA = 10 10 70 70
export DIE_AREA = 0 0 80 80
==> design/flow/constraint.sdc <==
current_design eight_bit_shift_register_structural_module

set clk_period 1.0
set clk_io_pct 0.2

create_clock -name clk0 -period $clk_period [get_ports {clk}]

set non_clock_inputs [all_inputs -no_clocks]
set_input_delay [expr $clk_period * $clk_io_pct] -clock clk0 $non_clock_inputs
set_output_delay [expr $clk_period * $clk_io_pct] -clock clk0 [all_outputs]
==> qor.txt <==
Chip Area, Yosys = 270.3 sq um
Die W = 80 um
cts bufs inserted = 3
Clock Tree Buf Depth = 2
Largest type area fraction = 0.5926
f_max = 1062 MHz
first-pass GRT wire length = 800 um
sum of buffers and inverters on the critical path = 1
Filler cells = 409
vias = 151
total leakage power = 0.1439 nW
final hold vios = 0
Power Dens Cells = 1498 nW/um^2
Max FO, Critical Path = 2
final core occ = 0.1150
Clock Power Share = 0.398
Synth flops = 8
Setup CP Type = register to primary output
P_sw = 0.1083 mW
Final Power = 0.5884 mW
gate family responsible for the most delay along the worst path = flip-flops
Critical Path AT = 0.74 ns
Worst path max stage delay = 0.32 ns
overall routing resource usage = 0.01765
core area = 3416 sq um
Worst IR Drop VDD = 535.6 uV
# IOs = 11
die height = 80 um
Critical Path Source Type = register
Synth Seq Share = 0.5926
gpl congestion = 0.5984
Init Core Util = 0.07912
vias in the first global route = 153
Worst Hold Class = register to register
CTS tree = yes
vias per inst = 2.013
top cells by area = dfxtp_1, buf_4, nor2b_1
ANT cells = 0
Synth Cell Area = 270.3 sq um
crit-path cells = clkdlybuf4s15_1
Avg Synthesized Cell Area = 11.26 sq um
PortBufs = 10
Internal = 0.4801 mW
fin crit share = 0.9420
Starting DRT DRC Count = 3
Register Area = 167.7 sq um
ys cells = 24
Overflow after GRT = 0
Critical Path Sink Type = primary output
Tmin final = 0.9420 ns
Tightest Pin Transition = 0.2857 ns
switching share of power = 0.1841
Latency at later pin = 0.24 ns
outcome = completed
setup-violating endpoint count in the final report = 0
Setup Skew = 0.001199 ns
Comb area = 50.05 sq um
max_cap viols = 0
clock slew at reported path FFs = 0.05 ns
RSZ-0062 raised after global routing = no
largest net degree at the start of global routing = 9
count of final max-slew check failures = 0
Rel. slew slack = 0.8089
cells after synthesis = 24
number of synthesis warnings = 1
H-Tree Depth = 1
Area growth, synth to finish = 45.37%
Routed WL = 509 um
CP max-delay cell = dfxtp_2
Reg power frac = 0.560
Detail Route Antenna Nets = 0
residual DRC count = 0
Yosys top cell by area = dfxtp_1
tool warnings = 25
crit path DRT = 0.80 ns
share of cells above drive strength 1 = 0.3448
row cnt = 21
Clock Sinks = 8
die area = 6400 sq um
DR WL/cell = 6.787 um
Root Buffer = clkbuf_4
synth unique cells = 3
drt first pass iters = 2
initial antenna violation count = 0
Logic pwr share = 0.041
-- power groups by stage --
stage	Sequential, mW	Clock [mW]	Combinational [mW]
after CTS	0.330	0.245	0.0253
after global routing	0.330	0.276	0.0273
final	0.330	0.234	0.0244
-- cell usage after synthesis --
master and count:
buf_4 8, nor2b_1 8, dfxtp_1 8
-- sequential cells by signal (all words and copies together) (netlist names) --
register / cells
obr_4.out: 1
obr_2.out: 1
obr_0.out: 1
obr_7.out: 1
obr_1.out: 1
obr_3.out: 1
obr_6.out: 1
obr_5.out: 1
-- final cells by class --
type,instances,share of cell area
Sequential cell,8,0.4268
Timing Repair Buffer,10,0.2420
Tap cell,46,0.1465
Multi-Input combinational cell,8,0.1274
Clock buffer,3,0.05732
-- layer usage --
layer / vias up / wire [um] / track usage
li1: 76 / - / -
met5: - / 0 / 0
met3: 0 / 123 / 0.02727
met4: 0 / 0 / 0.003521
met2: 13 / 104 / 0.01364
met1: 62 / 281 / 0.02212
-- layout by cell type (no fill, tap or decap), drive strengths merged --
cell	instances
clkbuf	4
clkdlybuf4s15	7
clkdlybuf4s50	2
dfxtp	8
nor2b	8
-- repair_timing --
action / CTS / global route
setup endpoints to repair: 8 / 3
hold buffers: 0 / 0
resized: 19 / 4
buffers inserted: 0 / 0
-- logic make-up (layout without fill, tap and decap cells) --
group	count (synthesis)	in the layout	synth area share
DFF	8	8	0.5926
and+or+nand+nor	8	8	0.1852
buffers and inverters	8	13	0.2222
-- path summary, 6_finish.rpt --
kind | start | endpoint | slack (ns) | cells past startpoint
min | obr_2.out | obr_3.out | 0.46 | 1
max reg2reg | obr_0.out | obr_1.out | 0.44 | 1
max | obr_0.out | out[0] | 0.06 | 1
min reg2reg | obr_2.out | obr_3.out | 0.46 | 1
-- stage by stage --
step | instances | setup TNS (ns) | instance area (sq um) | hold WS [ns] | setup WS (ns)
after global placement | 72 | -0.2203 | 367.9 | 0.4434 | -0.03460
after detailed placement | 72 | -0.4135 | 367.9 | 0.4521 | -0.07229
after floorplan | 24 | 0 | 270.3 | 0.2716 | 0.4104
final | 75 | 0 | 392.9 | 0.4563 | 0.05801
after global routing | 75 | 0 | 392.9 | 0.4685 | 0.002494
after CTS | 75 | 0 | 394.1 | 0.4523 | 0.0007405
No activity file was given, so power comes from the tool's default toggle rates.
