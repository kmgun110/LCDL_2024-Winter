### flow/design.v
module and_gate (a, b, out); 
	input a, b;
	output out;
	assign out = a & b;
endmodule
module or_gate (a, b, out); 
	input a, b;
	output out;
	assign out = a || b;	
endmodule
module four_bit_full_adder_module (a, b, cin, sum, cout);
	input [3:0] a, b;
	input cin;
	output [3:0] sum;
	output cout;
	wire cout_1, cout_2, cout_3;
	full_adder_gatelevel_module FA_1 (.a(a[0]), .b(b[0]), .cin(cin), .sum(sum[0]), .cout(cout_1));
	full_adder_gatelevel_module FA_2 (.a(a[1]), .b(b[1]), .cin(cout_1), .sum(sum[1]), .cout(cout_2));
	full_adder_gatelevel_module FA_3 (.a(a[2]), .b(b[2]), .cin(cout_2), .sum(sum[2]), .cout(cout_3));
	full_adder_gatelevel_module FA_4 (.a(a[3]), .b(b[3]), .cin(cout_3), .sum(sum[3]), .cout(cout));
endmodule
module full_adder_gatelevel_module (a, b, cin, sum, cout);
	input a, b, cin;
	output sum, cout;
	wire xor_out_1;
	wire xnor_out_1, xnor_out_2;
	wire not_out_1;
	wire and_out_1, and_out_2, and_out_3;
	wire or_out_1;
	xor_gate xor_1 (.a(a), .b(b), .out(xor_out_1));
	xor_gate xor_2 (.a(xor_out_1), .b(cin), .out(sum));
	or_gate or_1 (.a(a), .b(b), .out(or_out_1));
	and_gate and_1 (.a(a), .b(b), .out(and_out_1));
	and_gate and_2 (.a(or_out_1), .b(cin), .out(and_out_2));
	or_gate or_2 (.a(and_out_1), .b(and_out_2), .out(cout));
endmodule
module xor_gate (a, b, out); 
	input a, b;
	output out;
	assign out = (!a && b) || (a && !b);
endmodule
### flow/run.sh
#!/bin/bash
# OpenROAD 26Q1-2900-gdf79404cd8, Yosys 0.63+post, stock flow scripts
make -C /OpenROAD-flow-scripts/flow DESIGN_CONFIG=/design/flow/config.mk WORK_HOME=/design/flow/orfs finish
### flow/config.mk
export PLATFORM = sky130hd
export DESIGN_NAME = four_bit_full_adder_module
export DESIGN_NICKNAME = four_bit_full_adder_module
export VERILOG_FILES = /design/flow/design.v
export SDC_FILE = /design/flow/constraint.sdc
export NUM_CORES = 4
export LEC_CHECK = 1
export CORE_AREA = 10 10 70 70
export DIE_AREA = 0 0 80 80
### flow/constraint.sdc
current_design four_bit_full_adder_module

set clk_period 2.2
set clk_io_pct 0.2

create_clock -name clk0 -period $clk_period

set non_clock_inputs [all_inputs -no_clocks]
set_input_delay [expr $clk_period * $clk_io_pct] -clock clk0 $non_clock_inputs
set_output_delay [expr $clk_period * $clk_io_pct] -clock clk0 [all_outputs]
==> CHANGELOG.md <==
## Flow update

* Flip-flops at 0
* Final setup fails at 3
* Die area at 6400 um2
* Final worst slack at -317 ps
* HP Start: b[1]
* # DRC at 0
* Post-synth top area cell: fa_1
* RSZ-0062 raised after global routing: true
* Finished Layout Cells at 72
* Grt total ovfl at 0
* Fillers at 409
* First-pass GRT wire length at 814 um
* DIE HEIGHT at 80 um
* Yosys Instances at 16
* Run status: finished, violations left
* Final hold violation count at 0
* Distinct lib cells used at 3
* N_diodes at 0
* Top cell excl fill/tap: inv_1
* Hold EP: sum[1]
* Placed cell count at 72
* F_max at 0.397 GHz
* Final Max Slew Viols at 0
* Floorplan Utilization at 0.0410
* Initial antenna violation count at 0
* Clock buffers at 0
* Register area at 0 um2
* Hold buffer count at CTS at 0
* Lkg Pwr at 0.132 nW
* Gr usage total at 0.0170
* Total core area at 3420 um2
* Gpl congestion at 0.767
* Post-layout util at 0.0879
* Logic area at 87.6 um2
* Biggest area cells: fa_1 (57%), buf_4 (21%), inv_1 (21%)
* Count of input and output buffers at 14
* Io pins at 14
* Layout Area Growth over Synthesis at 114%
* Worst Path Required at 1760 ps
* Vias per cell at 1.63
* Min cycle time layout at 2520 ps
* Most frequent cells in the layout: inv_1 (7), clkdlybuf4s50_1 (5), fa_2 (3), dlygate4sd2_1 (3), buf_2 (3)
* Final ANT Viol Nets at 0
* Yosys stat area at 140 um2
* Slew headroom at 0.929
* Sequential area share after synthesis at 0
* Post-DP HPWL at 529 um
* Row cnt at 21
* Power per cell area at 181 nW/um2
* Largest net degree at the start of global routing at 2
* Fin crit share at 1.14
* Worst-Margin Slew at 107 ps
* Crit Path Category: in2out
* Cell Area, Synth at 140 um2
* VDD IR max at 0.0191 mV
* Data arrival, critical path at 2080 ps
* Worst min-delay path category: in2out
* Drt first pass iters at 2
* Area leader share at 0.571
* Failing checks: negative setup slack
* Layout cells sized above 1 at 0.385
* Post-Synthesis Cells at 16
* Routed length per placed instance at 7.44 um
* Die width at 80 um
* DP Area at 315 um2
* CP endpoint kind: output port
* Avg Cell Area, Syn at 8.76 um2
* Post-route cell area at 300 um2
* Crit path max fanout at 1
* Vias in the first global route at 133
* Hold path cells at 3
* Critical Path Start Type: primary input
* Iter 0 DRT Violations at 1
* Vias at 117
* Final Total Pwr at 54.3 uW
* Number of max-cap violations at 0
* YS warnings at 0
* Final wirelength at 536 um
* Tool warning count at 35
* Pre-CTS setup slack at -1100 ps
## how the worst max path moves through the flow
stage,start,to,slack [ps],cells past startpoint
after CTS,a[0],sum[3],-370,8
final,b[0],sum[3],-320,8
after global routing,b[0],sum[3],-370,8
## what timing repair did
action                                  in CTS  in global routing
pin swaps                                    4                  4
buffers inserted                             0                  0
resized                                     25                  1
endpoints found under the setup margin       5                  3
## cell families (layout without fill, tap and decap cells)
family / after synthesis / count (layout) / synth area share
adders and majority gates: 4 / 4 / 0.571
buffers and inverters: 12 / 22 / 0.429
## power breakdown
group | internal (mW) | leakage, nW | switching [mW]
sequential | 0 | 0 | 0
clock | 0 | 0 | 0
combinational | 0.0359 | 0.132 | 0.0184
total | 0.0359 | 0.132 | 0.0184
## routing by layer
metal	GRT usage	vias to the layer above	share of wire
met5	0	-	0
met4	0	0	0
met3	0.0159	0	0.22
met2	0.0249	9	0.39
met1	0.0188	52	0.39
li1	-	56	-
## synth_stat cells
cell type,count
inv_1,8
buf_4,4
fa_1,4
## worst max-delay path: stages
cell and delay (ps):
buf_6 90, fa_2 370, fa_2 340, inv_2 70, fa_2 200, fa_1 400
inv_1 70, buf_2 90
## per-stage QoR
stage               hold slack (ps)  TNS, ps
CTS                            1500     -759
global route                   1540     -777
global placement               1970    -3520
floorplan                      1110     -159
detailed placement             1970    -3630
finish                         1510     -603
## final cells by class
type,instances,share of cell area
tap,46,0.192
inverter,8,0.100
timing repair buffer,14,0.417
multi-input combinational,4,0.292
No activity file was given, so power comes from the tool's default toggle rates.
