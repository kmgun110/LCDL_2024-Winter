[flow/run.sh]
#!/bin/bash
# OpenROAD 26Q1-2900-gdf79404cd8, Yosys 0.63+post, stock flow scripts
make -C /OpenROAD-flow-scripts/flow DESIGN_CONFIG=/design/flow/config.mk WORK_HOME=/design/flow/orfs finish
[flow/config.mk]
export PLATFORM = sky130hd
export DESIGN_NAME = eight_bit_register_structural_module
export DESIGN_NICKNAME = eight_bit_register_structural_module
export VERILOG_FILES = /design/flow/design.v
export SDC_FILE = /design/flow/constraint.sdc
export NUM_CORES = 4
export LEC_CHECK = 1
export CORE_AREA = 10 10 70 70
export DIE_AREA = 0 0 80 80
[flow/constraint.sdc]
current_design eight_bit_register_structural_module

set clk_period 1.0
set clk_io_pct 0.2

create_clock -name clk0 -period $clk_period [get_ports {clk}]

set non_clock_inputs [all_inputs -no_clocks]
set_input_delay [expr $clk_period * $clk_io_pct] -clock clk0 $non_clock_inputs
set_output_delay [expr $clk_period * $clk_io_pct] -clock clk0 [all_outputs]
[flow/design.v]
module one_bit_register_behavioral_module(in, clk, rst, out);
	input in;
	input clk;  
	input rst;  
	output out;
	reg out;	
	always@(posedge clk)
	begin
		if(rst == 1'b1)
			out <= 1'b0; 
		else
		begin
			out <= in;
		end
	end
endmodule
module eight_bit_register_structural_module(in, clk, rst, out);
	input [7:0] in;
	input clk;
	input rst;
	output [7:0] out;
	one_bit_register_behavioral_module obr_0 (.in(in[0]), .clk(clk), .rst(rst), .out(out[0]));
	one_bit_register_behavioral_module obr_1 (.in(in[1]), .clk(clk), .rst(rst), .out(out[1]));	
	one_bit_register_behavioral_module obr_2 (.in(in[2]), .clk(clk), .rst(rst), .out(out[2]));
	one_bit_register_behavioral_module obr_3 (.in(in[3]), .clk(clk), .rst(rst), .out(out[3]));
	one_bit_register_behavioral_module obr_4 (.in(in[4]), .clk(clk), .rst(rst), .out(out[4]));
	one_bit_register_behavioral_module obr_5 (.in(in[5]), .clk(clk), .rst(rst), .out(out[5]));
	one_bit_register_behavioral_module obr_6 (.in(in[6]), .clk(clk), .rst(rst), .out(out[6]));
	one_bit_register_behavioral_module obr_7 (.in(in[7]), .clk(clk), .rst(rst), .out(out[7]));
endmodule
==> impl_metrics.py <==
# Physical implementation metrics
metrics = {
    "final_layout": {
        "drive_gt1_share_pct": 8.33,
        "fillers": 397,
        "logic_area_um2": 50.0,
        "final_area_um2": 453,
        "lay_top_count": "clkdlybuf4s50_1",
        "regArea_um2": 160,
        "syn_to_final_growth_pct": 67.6,
        "lay_top_cells": "clkdlybuf4s50_1 (9), nor2b_1 (8), dfxtp_1 (8), dlygate4sd2_1 (6), clkbuf_4 (3)",
    },
    "die": {
        "die-height_um": 80,
        "fp-utilization_pct": 7.91,
        "io_pins": 18,
        "chipArea_mm2": 0.00640,
        "rows": 21,
        "die_w_um": 80,
        "core_mm2": 0.00342,
    },
    "placed_design": {
        "place_area_um2": 438,
        "gp_congestion": 0.616,
        "dp_slack_ns": -0.0206,
        "io_buffers": 17,
    },
    "worst_setup_path": {
        "critPathKind": "flip-flop to primary output",
        "slowest_delay_ns": 0.28,
        "endpoint_kind": "primary output",
        "worstPathMaxFanout": 1,
        "critPathBufInv": 1,
        "crit_required_ns": 0.80,
        "startpoint_type": "flip-flop",
        "cp_cell_sequence": "dlygate4sd2_1",
        "crit_family": "flip-flops",
        "critPathSlowestCell": "dfxtp_1",
        "worstPathArrival_ns": 0.76,
        "worst-path-stages": 1,
    },
    "worst_hold_path": {
        "hold_path.class": "input port to flip-flop",
        "hold_depth": 2,
        "min_from": "in[5]",
        "hold_path_end": "obr_5.out$_SDFF_PP0_",
    },
    "clock_tree": {
        "numCtsBuffers": 3,
        "cts_tree": "built",
        "clkSinkCount": 8,
        "htree_levels": 1,
        "clk_pin_slew_ns": 0.04,
        "cts.path.max_buffers": 2,
        "cts-root-buf": "clkbuf_4",
    },
    "final_timing": {
        "finalHoldViolations": 0,
        "max_freq_mhz": 1040,
        "finalWorstSetupSlack_ns": 0.0411,
        "rsz0062_at_grt": "no",
        "finalCritPeriodShare_pct": 95.9,
        "period_needed_ns": 0.959,
        "slew_headroom_pct": 83.5,
        "timing.hold.ws_ns": 0.512,
        "maxSlewViolCount": 0,
        "max_slew.worst_pin.slew_ns": 0.247,
        "finalSetupViolations": 0,
    },
    "yosys": {
        "yosysSeqAreaShare_pct": 59.3,
        "area_leaders": "dfxtp_1 (59%), buf_4 (22%), nor2b_1 (19%)",
        "ys_cells": 24,
        "yosysChipArea_um2": 270,
        "yosysTopAreaCell": "dfxtp_1",
        "syn_inst": 24,
        "ys_types": 3,
        "synth_flops": 8,
        "postSynthAreaPerCell_um2": 11.3,
        "netlist_area_um2": 270,
        "yosys_warnings": 1,
        "top_cell_area_share_pct": 59.3,
    },
    "drt": {
        "drc": 0,
        "num_vias": 173,
        "drt-initial-drc-count": 0,
        "ant_nets": 0,
        "dr.pass1.iters": 1,
        "wirelength_um": 617,
        "post_drt_via_cell_ratio": 2.11,
        "antenna_cells_inserted": 0,
        "wl_per_cell_um": 7.52,
    },
    "global_route": {
        "groute.usage.overall_pct": 1.78,
        "antenna_found_initial": 0,
        "grt_max_degree": 9,
        "grt_pass1_wl_um": 876,
        "overflow": 0,
        "grt_pass1_vias": 185,
    },
    "run": {
        "warnings": 25,
        "max-cap-violations": 0,
    },
    "run_status": {
        "status": "finished clean",
    },
    "power_and_ir_drop": {
        "ir_drop_mv": 0.209,
        "leakagePower_nw": 0.183,
        "pwr_density_cell_mw_per_mm2": 1390,
    },
}
-- flip-flops by register name, indices dropped and copies added, names as in the netlist --
| name | cells |
|---|---|
| obr_0.out | 1 |
| obr_1.out | 1 |
| obr_2.out | 1 |
| obr_3.out | 1 |
| obr_4.out | 1 |
| obr_5.out | 1 |
| obr_6.out | 1 |
| obr_7.out | 1 |
-- synth_stat cells --
master	instances
buf_4	8
nor2b_1	8
dfxtp_1	8
-- layer usage --
metal / wire length, µm / global-route usage [%] / vias up
met5: 0 / 0 / -
met4: 20 / 0.528 / 0
met3: 124 / 1.36 / 3
met2: 334 / 3.69 / 13
met1: 137 / 1.06 / 68
li1: - / - / 89
-- power breakdown --
group	internal [mW]	switching (mW)
Combinational	0.0544	0.0133
Sequential	0.337	0.00284
Clock	0.136	0.0859
-- how the worst max path moves through the flow --
stage | startpoint | to | slack (ns)
CTS | obr_5.out$_SDFF_PP0_ | out[5] | 0.03
global route | obr_5.out$_SDFF_PP0_ | out[5] | 0.0003
finish | obr_5.out$_SDFF_PP0_ | out[5] | 0.04
-- area by class of cell --
| cell class | count | area share, % |
|---|---|---|
| timing repair buffer | 17 | 35.9 |
| sequential | 8 | 35.4 |
| tap | 46 | 12.7 |
| multi-input combinational | 8 | 11.0 |
| clock buffer | 3 | 4.97 |
-- what timing repair did --
action                     in CTS  in global routing
buffers inserted                0                  0
pin swaps                       0                  0
resized                         8                  2
hold buffers                    0                  0
setup endpoints to repair       8                  2
-- metrics by stage --
| stage | setup TNS, ns | total power [mW] | instances | util, % |
|---|---|---|---|---|
| 6_report | 0 | 0.629 | 82 | 13.3 |
| 5_1_grt | 0 | 0.671 | 82 | 13.3 |
| 4_1_cts | 0 | 0.644 | 82 | 13.2 |
| 3_5_place_dp | -0.0827 | 0.426 | 79 | 12.8 |
| 3_3_place_gp | 0 | 0.425 | 79 | 12.8 |
| 2_1_floorplan | 0 | 0.375 | 24 | - |
-- cells by family after synthesis --
kind of cell / share of synthesized area [%]
buf+inv: 22.2
flops: 59.3
simple gates: 18.5
No activity file was given, so power comes from the tool's default toggle rates.
